[run.sh]
#!/bin/bash
# OpenROAD 26Q1-2900-gdf79404cd8, Yosys 0.63+post, stock flow scripts
make -C /OpenROAD-flow-scripts/flow DESIGN_CONFIG=/design/flow/config.mk WORK_HOME=/design/flow/orfs finish
[config.mk]
export PLATFORM = sky130hd
export DESIGN_NAME = top
export DESIGN_NICKNAME = top
export VERILOG_FILES = /design/flow/design.v
export SDC_FILE = /design/flow/constraint.sdc
export NUM_CORES = 4
export LEC_CHECK = 1
export CORE_UTILIZATION = 30
[constraint.sdc]
current_design top

set clk_period 5.1
set clk_io_pct 0.2

create_clock -name clk0 -period $clk_period [get_ports {CLK100MHZ}]

set non_clock_inputs [all_inputs -no_clocks]
set_input_delay [expr $clk_period * $clk_io_pct] -clock clk0 $non_clock_inputs
set_output_delay [expr $clk_period * $clk_io_pct] -clock clk0 [all_outputs]
[design.v]
module top(
    input CLK100MHZ,
    output [3:0] ja,  
    output [2:0] jb   
    );
    localparam N=32; 
    logic [3:0]   hex;  
    logic [N-1:0] cnt;  
    always @ (posedge CLK100MHZ)
    begin
        cnt <= cnt + 1;
    end 
    assign hex = cnt[N-1:N-5];  
    led8seg ledL (.hex(hex), .seg( { jb[2:0], ja[3:0] } ));
endmodule
module led8seg(
    input  [3:0] hex,  
    output [6:0] seg   
    );
assign seg = hex==0 ? 7'b0111111 : 
             hex==1 ? 7'b0000110 :
             hex==2 ? 7'b1011011 :
             hex==3 ? 7'b1001111 :
             hex==4 ? 7'b1100100 :
             hex==5 ? 7'b1101101 :
             hex==6 ? 7'b1111101 : 
             hex==7 ? 7'b0000111 : 
             hex==8 ? 7'b1111111 : 
             hex==9 ? 7'b1101111 : 
             hex==4'hA ? 7'b1110111 : 
             hex==4'hB ? 7'b1111100 : 
             hex==4'hC ? 7'b0111001 : 
             hex==4'hD ? 7'b1011110 : 
             hex==4'hE ? 7'b1111001 : 
             hex==4'hF ? 7'b1110001 : 
             7'b0000000;  
endmodule
==> out/results.ini <==
[clocking]
cts_setup_buffers=0
clock_path_buffers=2
cts.htree.levels=2
cts_buffers=5
path_clk_slew_ns=0.06
cts.sinks=31
cts_tree=yes
cts_hold_buf=0
clk_latency_ns=0.27
ctsRootBufferMaster=clkbuf_8
cts_resized=0

[synthesis]
most_common_cell=dfxtp_1
async_reset_ff_share_pct=0
syn_area_per_cell_um2=9.143
synth_area_leader_cell=dfxtp_1
edf_count=0
synth_chip_area_um2=1426
ys_warn_count=1
yosys-top-cells-area=dfxtp_1 (44%), xnor2_1 (11%), xor2_1 (7.4%)
ys_seq_share_pct=43.51
ys_cells=156
yosysTopAreaCellShare_pct=43.51
syn_inst=156
top_cells_by_count=dfxtp_1 (31), xnor2_1 (18), nand3_1 (15)
synth_cell_type_count=27
numSynthFlops=31
syn_area_um2=1426
ff_type=dfxtp_1

[timing]
tns_ns=0
period_needed_ns=2.806
hold_violations=0
setup_viol=0
grt_setup_unrepaired=false
max_slew.worst_pin.slew_ns=0.8864
slew_headroom_pct=40.45
slew_violations=0
fmax_mhz=356.4
hold_ws_ns=0.4325
clock_skew_ns=0.003860
fin_crit_sh_pct=55.02

[pwr]
p_per_area_nw_per_um2=265.6
ir_drop_v=0.0001563
leakage_uw=0.0005973
combPwrFrac_pct=0
clkPwrFrac_pct=43.8
switching_share_pct=19.32
pwr-share-seq_pct=56.2
p_switching_uw=83.29
p_int_uw=347.7

[route]
wl_per_cell_um=10.94
drt_iter0_drc=71
drc=0
viasPerCell=4.770
n_antenna_cell=0
ant_nets=0
vias=1035
dr.pass1.iters=4
drt_wl_total_um=2374

[worst_setup_path]
critPathRequiredTime_ns=4.08
cp_top_family=flip-flops
crit_chain=nor2b_1, nand2_1, o22a_1, clkdlybuf4s50_1
cp.arrival_ns=1.79
critPathKind=register to output port
endpoint_kind=output port
regToRegSetupSlack_ns=3.21
slowest_delay_ns=0.56
path_buffers=1
start_kind=register
slowest_stage=dfxtp_1
cp_max_fo=12

[floorplan]
die_area_um2=5035
die_h_um=70.96
fp_util_pct=31.88
die_x_um=70.96
rows=24
core_region_area_um2=4474
io_pins=8

[placed_design]
gp_congestion=0.7618
place_area_um2=1535
dp_cells=210
io_buffers=7
dp_hpwl_um=1659

[layout]
largest_register_ffs=31
design_area_um2=1623
final_core_util_pct=36.27
drive_above_1_share_pct=6.061
combGateArea_um2=772.0
largest-register=cnt
register_area_um2=620.6
reg_top3=cnt (31)
final-instance-count-excl-fill=217
fillerInstances=446
area_growth_pct=13.77

[job]
warning_count=25
maxCapViolCount=0

[global_route]
antenna_found_initial=0
grt_pass1_vias=1019
grt_pass1_wl_um=4360
grt_usage_pct=10.72
grt_overflow=0
grt_max_degree=15

[min_path]
hold_class=register to register

[run_status]
status=finished, final reports clean

[stage by stage]
| step | power, uW | setup WS [ns] |
|---|---|---|
| floorplan | 247.5 | 2.986 |
| detailed placement | 247.5 | 2.570 |
| global placement | 247.5 | 2.592 |
| global route | 454.9 | 2.084 |
| CTS | 438.3 | 2.257 |
| finish | 431.0 | 2.294 |
[power groups by stage]
stage         logic, uW  clock network, uW  registers, uW
CTS            0.000301                196            242
global route   0.000301                213            242
finish         0.000301                189            242
[worst paths after layout]
path                                       from               to  cells past startpoint
worst max register to register   cnt[7]$_DFF_P_  cnt[27]$_DFF_P_                      4
worst min-delay path             cnt[0]$_DFF_P_   cnt[0]$_DFF_P_                      1
worst max-delay path            cnt[29]$_DFF_P_            jb[2]                      4
worst min register to register   cnt[0]$_DFF_P_   cnt[0]$_DFF_P_                      1
[layout make-up]
| type | count | area share (%) |
|---|---|---|
| sequential | 31 | 38.24 |
| multi-input combinational | 118 | 47.57 |
| clock buffer | 6 | 5.089 |
| timing repair buffer | 7 | 4.318 |
| clock inverter | 1 | 0.3084 |
| tap | 52 | 4.009 |
| inverter | 2 | 0.4626 |
[layer usage]
layer / global-route usage [%] / vias to the layer above / wire length [um]
met4: 2.000 / 0 / 39
met3: 2.312 / 4 / 57
met2: 16.67 / 9 / 1022
li1: - / 561 / -
met1: 15.91 / 461 / 1254
met5: 0 / - / 0
[cells by family (layout without fill, tap and decap cells)]
logic type / Yosys count / after routing / synth area share [%]
and+or+nand+nor: 74 / 74 / 29.30
DFF: 31 / 31 / 43.51
xor gates and xnor gates: 30 / 30 / 18.42
AOI/OAI and AO/OA: 13 / 13 / 5.527
buffers and inverters: 7 / 16 / 2.368
adders and majority gates: 1 / 1 / 0.8771
[layout by cell type, fill, tap and decap left out, types with 2 or more instances in the layout]
| cell type | n |
|---|---|
| xnor2_1 | 18 |
| nand4_1 | 9 |
| nor3_1 | 5 |
| o22a_1 | 2 |
| nand3_1 | 15 |
| clkdlybuf4s50_1 | 7 |
| nor2_1 | 13 |
| inv_1 | 2 |
| o21ai_0 | 2 |
| nand2b_1 | 3 |
| nor2b_1 | 3 |
| nand2_1 | 12 |
| clkbuf_8 | 6 |
| a21oi_1 | 7 |
| and3_1 | 6 |
| and4_1 | 3 |
| xor2_1 | 12 |
| dfxtp_1 | 31 |
[worst reg2reg max path, cell delays in order (launching register included)]
cell,delay [ns]
dfxtp_1,0.40
nand4_1,0.21
nor3_1,0.78
nand4_1,0.22
xnor2_1,0.16
No activity file was given, so power comes from the tool's default toggle rates.
